**/design/flow/config.mk**
```make
export PLATFORM = sky130hd
export DESIGN_NAME = div
export DESIGN_NICKNAME = div
export VERILOG_FILES = /design/flow/design.v
export SDC_FILE = /design/flow/constraint.sdc
export NUM_CORES = 4
export LEC_CHECK = 1
export CORE_UTILIZATION = 30
```
**/design/flow/constraint.sdc**
```tcl
current_design div

set clk_period 5.6
set clk_io_pct 0.2

create_clock -name clk0 -period $clk_period [get_ports {clk}]

set non_clock_inputs [all_inputs -no_clocks]
set_input_delay [expr $clk_period * $clk_io_pct] -clock clk0 $non_clock_inputs
set_output_delay [expr $clk_period * $clk_io_pct] -clock clk0 [all_outputs]
```
**/design/flow/design.v**
```verilog
module div (
	input		wire	clk, rst,
	output	reg	en_1clk,
	output	reg	debclk_10hz,
	output	reg	en_clk
);
	reg		[6:0]		cnt_1clk;
	reg		[25:0]	en_cnt;
	reg		[21:0]	debclk_10hz_cnt;
	always @(posedge clk or negedge rst) begin
		if (!rst) begin
			en_clk      <= 0;
			en_cnt  <= 0;
		end
		else if (en_cnt == 499999) begin
			en_clk      <= 1'd1;
			en_cnt  <= 0;
		end 
		else begin
			en_clk      <= 0;
			en_cnt  <= en_cnt + 1'b1;
		end
	end
	always @ (posedge clk or negedge rst) begin
		if (!rst) begin
			en_1clk			<= 0;
			cnt_1clk			<= 0;
		end
		else if (en_clk == 1) begin
			if(cnt_1clk == 100) begin
				en_1clk		<= 1'b1;
				cnt_1clk		<= 0;
			end
			else begin
				en_1clk		<= 0;
				cnt_1clk		<= cnt_1clk + 1'b1;
			end
		end
		else begin
			en_1clk			<= 0;
			cnt_1clk			<= cnt_1clk;
		end
	end
	always @(posedge clk or negedge rst) begin : DEBCLK_10HZ
		if (!rst) begin
			debclk_10hz     <= 0;
			debclk_10hz_cnt <= 0;
		end
		else if (debclk_10hz_cnt == 22'd2_499_999) begin
			debclk_10hz		<= ~debclk_10hz;
			debclk_10hz_cnt <= 0;
		end
		else
			debclk_10hz_cnt	<= debclk_10hz_cnt + 1'b1;
	end
endmodule 
```
**/design/flow/run.sh**
```bash
#!/bin/bash
# OpenROAD 26Q1-2900-gdf79404cd8, Yosys 0.63+post, stock flow scripts
make -C /OpenROAD-flow-scripts/flow DESIGN_CONFIG=/design/flow/config.mk WORK_HOME=/design/flow/orfs finish
```
==> impl_metrics.csv <==
group,metric,value,unit
status,status,"completed",
worst_setup_path,cpPeakStageDelay,510,ps
detailed_routing,via_count,1830,
synthesis,yosys-stat-cells,257,
place,dp_hpwl,3146,um
clock_tree,cts_resized,0,
clock_tree,cts.sinks,58,
pwr,p_per_area,271.9,nW/um^2
detailed_routing,antenna_left,0,
cells_and_area,drive_gt1_share,10.47,%
floorplan,dieArea,9460,sq um
final_timing,hold_slack,466.6,ps
clock_tree,cts_tree,"done",
floorplan,dieWidth,97.27,um
floorplan,initCoreUtil,31.07,%
pwr,p_int,679.0,uW
final_timing,setup-tns-final,0,ps
detailed_routing,drt-initial-drc-count,58,
worst_setup_path,cp_cell_sequence,"clkdlybuf4s50_1",
synthesis,syn_area,2723,sq um
worst_setup_path,crit_fanout,10,
worst_setup_path,critPathCaptureType,"output port",
detailed_routing,drc,0,
final_timing,finalCriticalPeriod,2441,ps
final_timing,clock-skew-final,6.970,ps
synthesis,ys_sh_mux,0,%
synthesis,xor_share,13.83,%
final_timing,worstMarginPinSlew,716.6,ps
worst_setup_path,slowest_stage,"clkdlybuf4s50_1",
worst_setup_path,critical_path.startpoint_type,"flip-flop",
final_timing,hold_viol_final,0,
detailed_routing,via_per_inst,4.753,
synthesis,ys_sh_aoi,3.309,%
place,place_congestion,0.8185,
synthesis,ys_sh_simple,26.38,%
worst_setup_path,crit_type,"flip-flop to output port",
worst_setup_path,crit_buf_inv,1,
synthesis,synth_cell_types,36,
clock_tree,insertion_delay,330,ps
detailed_routing,first_pass_iters,4,
synthesis,ys_ff,58,
hold_path,worstHoldPathType,"flip-flop to flip-flop",
worst_setup_path,cp_top_family,"buffers and inverters",
detailed_routing,wl,4723,um
cells_and_area,final_common_cell,"dfrtp_1",
worst_setup_path,required,4480,ps
synthesis,avgSynthCellArea,10.59,sq um
job,tool_warnings,26,
pwr,leakage,1.337,nW
pwr,p_sw,169.2,uW
synthesis,synth_warnings,1,
synthesis,ys_chip_area,2723,sq um
final_timing,rsz0062_at_grt,"false",
clock_tree,clock_path_buffers,2,
clock_tree,postCtsSetupBuffers,0,
worst_setup_path,critPathArrivalTime,1320,ps
job,cap_violations,0,
pwr,netSwitchingFraction,19.95,%
synthesis,yosys.stat.seqShare,53.31,%
final_timing,min_period_over_period,43.59,%
synthesis,top_logic_kind,"simple AND/OR/NAND/NOR gates",
global_route,grt_max_degree,59,
final_timing,drv_slew,0,
global_route,grt_pass1_vias,1809,
global_route,grt_overflow,0,
synthesis,synthCells,257,
final_timing,maxClockFrequency,409.7,MHz
global_route,grt_pass1_wl,8487,um
clock_tree,cts_hold_buffers,0,
clock_tree,h-tree-depth,3,
floorplan,rows,34,
clock_tree,root_buffer,"clkbuf_8",
cells_and_area,syn2layout_area_growth,14.57,%
detailed_routing,antennaDiodeCount,0,
final_timing,relSlewSlack,52.23,%
clock_tree,clkTransAtPathRegs,70,ps
global_route,globalRouteTotalUtil,11.00,%
pwr,peakVddDrop,0.1635,mV
pwr,sequentialPowerShare,49.4,%
global_route,grt_antenna_before_repair,0,
final_timing,finalSetupViolCount,0,
place,port_buffers,4,
floorplan,ios,5,
cells_and_area,lay_top_cells,"58 x dfrtp_1, 35 x nor2_1, 30 x xnor2_1",
synthesis,ys_sh_adder,1.838,%
detailed_routing,post_drt_wl_per_cell,12.27,um
cells_and_area,nFillCells,873,
floorplan,fp.dieH,97.27,um
pwr,clkPwrFrac,49.6,%
pwr,p_comb_share,1.0,%
floorplan,core,8763,sq um
clock_tree,cts_buffers,9,
-- flip-flops by register name (all words and copies together) (netlist names) --
signal           count
debclk_10hz_cnt     22
en_cnt              26
debclk_10hz          1
cnt_1clk             7
en_clk               1
en_1clk              1
-- cell type report --
class                           count  area (sq um)  share of cell area [%]
Sequential cell                    58          1451                   46.53
Multi-Input combinational cell    190          1235                   39.59
Clock inverter                      6         80.08                   2.567
Inverter                            6         22.52                  0.7220
Tap cell                          108         135.1                   4.332
Timing Repair Buffer                7         57.56                   1.845
Clock buffer                       10         137.6                   4.412
-- worst paths after layout --
check,from,endpoint,slack (ps),depth (start not counted)
max,en_clk,en_clk,3160,1
min,debclk_10hz_cnt[0],debclk_10hz_cnt[0],470,1
max reg2reg,debclk_10hz_cnt[0],debclk_10hz,3760,5
min reg2reg,debclk_10hz_cnt[0],debclk_10hz_cnt[0],470,1
max in group asynchronous,rst,en_cnt[2],4190,2
min in group asynchronous,rst,en_1clk,930,2
-- per-stage QoR --
stage | power [mW] | setup WS, ps | cell area, sq um | cells | utilization, %
3_3_place_gp | 0.4358 | 3531 | 2902 | 369 | 33.11
5_1_grt | 0.8822 | 3099 | 3119 | 385 | 35.59
4_1_cts | 0.8600 | 3142 | 3119 | 385 | 35.59
2_1_floorplan | 0.4269 | 4047 | 2723 | 257 | -
3_5_place_dp | 0.4360 | 3511 | 2902 | 369 | 33.11
6_report | 0.8482 | 3159 | 3119 | 385 | 35.59
-- cell usage after synthesis --
master / n / area (sq um)
dfrtp_1: 58 / 1451
nor2_1: 35 / 131.4
xnor2_1: 30 / 262.8
nand2_1: 17 / 63.81
nand4_1: 17 / 106.4
nand3_1: 16 / 80.08
xor2_1: 13 / 113.9
nor3_1: 9 / 45.04
nor4_1: 9 / 56.30
inv_1: 6 / 22.52
a21oi_1: 5 / 25.02
and2_1: 5 / 31.28
and4_1: 4 / 35.03
ha_1: 4 / 50.05
and3_1: 3 / 18.77
nor4b_1: 3 / 26.28
buf_2: 2 / 10.01
nor2b_1: 2 / 12.51
o21ai_0: 2 / 10.01
a2111oi_1: 1 / 10.01
a21oi_2: 1 / 8.760
a31oi_1: 1 / 6.260
clkbuf_1: 1 / 3.750
nand4_2: 1 / 12.51
nand4_4: 1 / 21.27
nor4_2: 1 / 12.51
nor4_4: 1 / 21.27
nor4bb_1: 1 / 10.01
o21a_1: 1 / 7.510
o22ai_1: 1 / 6.260
o311ai_0: 1 / 8.760
o31ai_1: 1 / 7.510
or2_2: 1 / 6.260
or2_4: 1 / 8.760
or3_2: 1 / 7.510
or4_4: 1 / 11.26
-- power groups by stage --
| stage | Clock [mW] | Combinational, mW | Sequential [mW] |
|---|---|---|---|
| finish | 0.421 | 0.00848 | 0.419 |
| global route | 0.454 | 0.0101 | 0.419 |
| CTS | 0.432 | 0.00922 | 0.419 |
-- metal layers --
| metal | vias to the layer above | wire (um) | global-route usage [%] |
|---|---|---|---|
| li1 | 941 | - | - |
| met1 | 859 | 2495 | 17.53 |
| met2 | 26 | 2024 | 15.82 |
| met3 | 4 | 168 | 3.075 |
| met4 | 0 | 35 | 1.357 |
| met5 | - | 0 | 0 |
-- logic make-up after synthesis --
logic type	after synthesis
flops	58
fa+ha+maj	4
buf+inv	9
compound gates	14
simple gates	129
xor+xnor	43
Power is estimated from default activity; no workload was simulated.
