**flow/config.mk**
```make
export PLATFORM = sky130hd
export DESIGN_NAME = date
export DESIGN_NICKNAME = date
export VERILOG_FILES = /design/flow/design.v
export SDC_FILE = /design/flow/constraint.sdc
export NUM_CORES = 4
export LEC_CHECK = 1
export CORE_UTILIZATION = 50
```
**flow/design.v**
```verilog
module date (
	clk, rst, 
	en_day, 
	set_date,
	bin_date,
	max_date,
	year,
	month,
	day,
	week
	);
	input					clk, rst, en_day;
	input					set_date;
	input		[22:0]	bin_date;
	output	[4:0]		max_date;
	output	[13:0]	year;
	output	[3:0]		month;
	output	[4:0]		day;
	output	[2:0]		week;
	wire					clk, rst, en_day;
	wire		[22:0]	bin_date;
	reg		[4:0]		max_date;
	reg		[13:0]	year;
	reg		[3:0]		month;
	reg		[4:0]		day;
	wire		[2:0]		week;
	wire 	leap_year;
	assign leap_year = (((year % 4) == 0 && (year % 100) != 0) || (year % 400) == 0) ? 1'b1 : 1'b0;
	wire	[7:0] k = (month == 1 || month == 2) ? (year - 1'd1) % 7'd100 : year % 7'd100;
	wire	[3:0] j = (month == 1 || month == 2) ? (year - 1'd1) / 7'd100 : year / 7'd100;
	wire	[3:0] m = (month == 1 || month == 2) ? month + 4'd12 : month;
	assign week = (day + ((m + 1'b1) * 8'd13 / 3'd5) + k + (k / 3'd4) + (j / 3'd4) - (8'd2 * j)) % 3'd7;
	always @ (*) begin
		case (month)
			4'd1		:	max_date	<= 5'd31;
			4'd2		:	max_date	<= 5'd28 + leap_year;
			4'd3		:	max_date	<= 5'd31;
			4'd4		:	max_date	<= 5'd30;
			4'd5		:	max_date	<= 5'd31;
			4'd6		:	max_date	<= 5'd30;
			4'd7		:	max_date	<= 5'd31;
			4'd8		:	max_date	<= 5'd31;
			4'd9		:	max_date	<= 5'd30;
			4'd10		:	max_date	<= 5'd31;
			4'd11		:	max_date	<= 5'd30;
			4'd12		:	max_date	<= 5'd31;
			default	:	max_date	<= 0;
		endcase
	end
	always @(posedge clk or negedge rst) begin
		if (!rst) begin
			{year, month, day}	<= 0;
		end
		else if (set_date)
			{year, month, day}	<= bin_date;
		else begin
			year		<= year;
			month		<= month;
			day		<= day;
			if (en_day) begin
				casex({year, month, day})
					{14'd9999, 4'd12, max_date} : begin
						year		<= 1'd1;
						month		<= 1'd1;
						day		<= 1'd1;
					end
					{14'dx, 4'd12, max_date} : begin
						year		<= year + 1'd1;
						month		<= 1'd1;
						day		<= 1'd1;
					end
					{14'dx, 4'dx, max_date} : begin
						year		<= year;
						month		<= month + 1'd1;
						day		<= 1'd1;
					end
					default : begin
						year		<= year;
						month		<= month;
						day		<= day + 1'd1;
					end
				endcase
			end
		end
	end
endmodule
```
**flow/run.sh**
```bash
#!/bin/bash
# OpenROAD 26Q1-2900-gdf79404cd8, Yosys 0.63+post, stock flow scripts
make -C /OpenROAD-flow-scripts/flow DESIGN_CONFIG=/design/flow/config.mk WORK_HOME=/design/flow/orfs finish
```
**flow/constraint.sdc**
```tcl
current_design date

set clk_period 20.0
set clk_io_pct 0.2

create_clock -name clk0 -period $clk_period [get_ports {clk}]

set non_clock_inputs [all_inputs -no_clocks]
set_input_delay [expr $clk_period * $clk_io_pct] -clock clk0 $non_clock_inputs
set_output_delay [expr $clk_period * $clk_io_pct] -clock clk0 [all_outputs]
```
==> Slide: Implementation Results <==
Flow Results at a Glance

Critical path
  • CP max-delay cell: sky130_fd_sc_hd__xor2_1
  • Req. time, crit path: 16.00 ns
  • Critical Path AT: 14.10 ns
  • Max incr delay on CP: 0.69 ns
  • Critical Path End Type: output pin
  • Critical path start-end classification: reg2out
  • Critical Path Fanout Max: 16
  • Critical Path Source Type: register

STA
  • Fin Setup TNS: 0 ns
  • Measured slew at the worst slew-check pin: 0.914 ns
  • Setup skew after layout: 0.00407 ns
  • Worst rel slew slack: 38.6%
  • Final setup margin: 1.90 ns
  • Fin crit share: 90.5%
  • Final number of hold-violating endpoints: 0
  • Unrepaired setup endpoints after global routing: false
  • Clock period minus worst slack: 18.10 ns
  • Count of pins over their slew limit: 0
  • Setup Viol. Count Final: 0
  • Peak clock frequency supported by timing: 0.0552 GHz

Global routing
  • Largest net degree at the start of global routing: 49
  • GRT Overall Usage: 26.6%
  • Residual overflow from global routing: 0
  • Vias in the first global route: 6483
  • Global-route wire length before repair: 32100 microns
  • Initial antenna violation count: 0

Routing
  • Tally of nets with antenna violations remaining after routing: 0
  • Via-per-instance ratio: 6.15
  • Number of design rule violations left after detail routing: 0
  • Total Routed Length: 20000 microns
  • Diodes inserted: 0
  • Number of design-rule violations left by the first detailed-router iteration: 511
  • Length of the first detailed-routing pass in iterations: 4
  • Post-detailed-route wirelength per cell: 16.1 microns
  • Vias post-DR: 7623

Floorplan
  • Top-Level Pins: 58
  • Width of the die: 123 microns
  • Standard-cell row count: 44
  • Die H: 123 microns
  • Core utilization before placement: 51.0%
  • Core box area: 14500 sq um
  • Die Footprint: 15200 sq um

Run
  • Number of OpenROAD warnings: 36
  • Max-capacitance violation count: 0

Yosys
  • Area of the mapped netlist: 7380 sq um
  • Post-Synthesis Mean Instance Area: 7.16 sq um
  • Synth Warn #: 1
  • Yosys adder share: 12.3%
  • Number of cells in the yosys synthesis report: 1031
  • Area fraction in and, or, nand and nor cells: 26.8%
  • Mux share of post-synthesis cell area: 3.88%
  • Yosys stat area: 7380 sq um
  • EDFF count, synth: 0
  • Async S/R FF share, synth: 100%
  • Synth area leaders: sky130_fd_sc_hd__dfrtp_1, sky130_fd_sc_hd__ha_1, sky130_fd_sc_hd__xnor2_1
  • Area fraction in compound gates after synthesis: 33.0%
  • Post-synthesis cell type with the largest combined area: sky130_fd_sc_hd__dfrtp_1
  • Gate count after technology mapping: 1031
  • Dominant kind of combinational cell: AND-OR/OR-AND gates
  • Seq/Total Area, Yosys: 7.80%
  • Fraction of post-synthesis cell area in the top cell type by area: 7.80%
  • Count of distinct cell types in the synthesized netlist: 111
  • Most used DFF post-synth: sky130_fd_sc_hd__dfrtp_1
  • Xor and xnor area share after synthesis: 9.22%
  • Number of register bits inferred by synthesis: 23

Layout
  • Layout filler cell count: 1395
  • Post-route non-filler standard cell count: 1240
  • Post-route design area: 8120 sq um
  • Proportion of layout cells with a drive suffix above 1: 8.33%
  • Layout overhead on the synthesized area: 10.1%

Run status
  • Run status: finished clean

CTS
  • Library cell used as clock root buffer: sky130_fd_sc_hd__clkbuf_16
  • Number of buffers on the longest clock path: 2
  • Clock edge transition at the registers on the reported setup and hold paths: 0.06 ns
  • H-Tree Depth: 1
  • TritonCTS clock tree: done
  • Number of buffers inserted to repair setup after CTS: 0
  • Total CTS buffers: 3
  • Insertion Delay late pin: 0.27 ns
  • CTS Hold Buffers Added: 0
  • Number of resized instances in the post-cts repair step: 0
  • Clock sink count: 23

Placement
  • Dpl ws: 2.31 ns
  • Port Buffer Count: 57
  • Placed instance count: 1236
  • Global placer's final weighted congestion: 0.926
  • Placed standard-cell area: 8040 sq um
  • Post-DP HPWL: 15600 microns

Worst hold path
  • Path category of the worst min-delay check: reg2reg
## routing by layer
layer  vias to the layer above  track usage [%]  share of wire [%]
li1                       3858                -                  -
met3                        11             1.08                4.0
met5                         -                0                  0
met2                       189             41.3                 44
met1                      3565             43.0                 51
met4                         0             2.11               0.80
## worst max-delay path, delay by kind of cell (launching register included)
kind                     cells  cell delay, ns
AND/OR/NAND/NOR              8            1.92
adder cells (fa/ha/maj)      8            2.99
XOR/XNOR                     3            1.43
AND-OR/OR-AND               18            4.33
buffers and inverters        6            1.04
flip-flops                   1            0.50
multiplexers                 5            1.59
## registers in the layout, indices dropped and copies added, names as in the netlist
name,cells
year,14
day,5
month,4
## area by class of cell
class	count	area (sq um)	area share [%]
Multi-Input combinational cell	887	6290	77.4
Timing Repair Buffer	72	683	8.41
Clock buffer	3	75.1	0.924
Clock inverter	1	5.00	0.0616
Tap cell	184	230	2.83
Sequential cell	23	576	7.09
Inverter	70	263	3.24
## per-stage QoR
| step | util (%) | hold WS, ns |
|---|---|---|
| after global placement | 55.5 | 0.707 |
| after floorplan | - | 0.629 |
| after CTS | 56.1 | 0.716 |
| final | 56.1 | 0.709 |
| after global routing | 56.1 | 0.770 |
| after detailed placement | 55.5 | 0.700 |
## cell families after synthesis
kind of cell / count (synthesis)
XOR/XNOR: 76
other: 1
AND-OR/OR-AND: 340
adder cells (fa/ha/maj): 63
AND/OR/NAND/NOR: 380
flip-flops: 23
multiplexers: 27
buffers and inverters: 121
## path summary, 6_finish.rpt
kind	from	to	slack (ns)	depth (start not counted)
max reg2reg	year[9]	year[3]	11.17	29
min	day[0]	day[0]	0.71	2
max in group asynchronous	rst	year[4]	15.67	2
min reg2reg	day[0]	day[0]	0.71	2
min in group asynchronous	rst	month[0]	4.09	2
max	month[0]	week[1]	1.90	48
## placed cells by master, fill, tap and decap left out, types with 8 or more instances in the layout
cell	instances
sky130_fd_sc_hd__o31ai_1	11
sky130_fd_sc_hd__or3_1	12
sky130_fd_sc_hd__xor2_1	24
sky130_fd_sc_hd__a21oi_1	61
sky130_fd_sc_hd__a21o_1	23
sky130_fd_sc_hd__nand3_1	34
sky130_fd_sc_hd__nand2b_1	8
sky130_fd_sc_hd__fa_1	17
sky130_fd_sc_hd__buf_4	15
sky130_fd_sc_hd__nand2_1	95
sky130_fd_sc_hd__a211oi_1	13
sky130_fd_sc_hd__a31oi_1	15
sky130_fd_sc_hd__o21ai_1	9
sky130_fd_sc_hd__inv_1	68
sky130_fd_sc_hd__nor2_1	92
sky130_fd_sc_hd__ha_1	41
sky130_fd_sc_hd__o21a_1	8
sky130_fd_sc_hd__xnor2_1	50
sky130_fd_sc_hd__o2111ai_1	8
sky130_fd_sc_hd__and2_1	14
sky130_fd_sc_hd__mux2i_1	20
sky130_fd_sc_hd__nor4_1	15
sky130_fd_sc_hd__and3_1	10
sky130_fd_sc_hd__dfrtp_1	23
sky130_fd_sc_hd__or2_2	8
sky130_fd_sc_hd__nand4_1	14
sky130_fd_sc_hd__nor3_1	25
sky130_fd_sc_hd__o21ai_0	70
sky130_fd_sc_hd__clkdlybuf4s50_1	57
sky130_fd_sc_hd__o211ai_1	13
## cells in the mapped netlist, drive strengths merged (6+ instances only)
master,count
a211o,7
a211oi,16
a21o,23
a21oi,64
a221oi,7
a311oi,7
a31oi,17
and2,14
and3,10
buf,28
clkbuf,23
dfrtp,23
fa,17
ha,41
inv,70
mux2,7
mux2i,20
nand2,100
nand2b,8
nand3,36
nand3b,7
nand4,14
nor2,93
nor2b,7
nor3,28
nor4,19
o2111ai,10
o211ai,13
o21a,10
o21ai,82
o21bai,6
o22ai,7
o31ai,12
or2,15
or3,12
xnor2,52
xor2,24
